==> design/flow/design.v <==
module logic_gen_behavioral #(parameter n=8) (
    input [n-1:0] A,
    input [n-1:0] B,
    input [1:0] logic_func,
    output reg [n-1:0] logic_out
);
    always @(*) begin
        case (logic_func)
            2'b00: logic_out = A & B;
            2'b01: logic_out = A | B;
            2'b10: logic_out = A ^ B;
            2'b11: logic_out = ~(A ^ B);  
            default: logic_out = {n{1'b0}};
        endcase
    end
endmodule
==> design/flow/run.sh <==
#!/bin/bash
# OpenROAD 26Q1-2900-gdf79404cd8, Yosys 0.63+post, stock flow scripts
make -C /OpenROAD-flow-scripts/flow DESIGN_CONFIG=/design/flow/config.mk WORK_HOME=/design/flow/orfs finish
==> design/flow/config.mk <==
export PLATFORM = sky130hd
export DESIGN_NAME = logic_gen_behavioral
export DESIGN_NICKNAME = logic_gen_behavioral
export VERILOG_FILES = /design/flow/design.v
export SDC_FILE = /design/flow/constraint.sdc
export NUM_CORES = 4
export LEC_CHECK = 1
export CORE_AREA = 10 10 70 70
export DIE_AREA = 0 0 80 80
==> design/flow/constraint.sdc <==
current_design logic_gen_behavioral

set clk_period 1.0
set clk_io_pct 0.2

create_clock -name clk0 -period $clk_period

set non_clock_inputs [all_inputs -no_clocks]
set_input_delay [expr $clk_period * $clk_io_pct] -clock clk0 $non_clock_inputs
set_output_delay [expr $clk_period * $clk_io_pct] -clock clk0 [all_outputs]
==> qor.yml <==
status:
  status: "finished with violations"
  failed_checks: "negative setup slack"
floorplanning:
  die_h_um: 80
  io_pins: 26
  std_cell_rows: 21
  core_region_area_sq_mm: 0.00342
  initial_core_util_pct: 16.2
  die_w_um: 80
  dieArea_sq_mm: 0.00640
final_timing:
  worst_slack_ns: -0.258
  min_period_ns: 1.26
  slew_headroom_pct: 89.3
  slew_viol_final: 0
  finalCritPeriodShare_pct: 126
  hold_violations: 0
  timing.fmax_ghz: 0.795
  setup_violations: 8
  rsz0062_at_grt: "yes"
  worst_pin_slew_ns: 0.156
placement:
  post-dp-hpwl_um: 1180
  dp.cells: 137
  place_congestion: 0.696
  pre_cts_ws_ns: -1.13
  port_buffers: 26
yosys:
  top_area_share_pct: 36.2
  ys_top_cells_by_area: "ha_1 (36%), mux2i_1 (29%), mux2_2 (12%)"
  ys_sh_adder_pct: 36.2
  synth_warnings: 1
  yosys.cell_types.count: 8
  yosys_area_sq_um: 553
  mux_share_pct: 46.6
  synth_seq_share_pct: 0
  avgSynthCellArea_sq_um: 9.37
  compound_area_share_pct: 0
  xor_share_pct: 0
  ys_cells: 59
  largest_area_cell: "ha_1"
  ys_top_logic_family: "multiplexers"
  synth_area_sq_um: 553
  ys_sh_simple_pct: 0
  syn_inst: 59
pwr:
  ir_drop_v: 0.000111
  power.leakage_nw: 0.573
  p_per_area_mw_per_mm2: 391
cells_and_area:
  ff_count: 0
  final_cell_count_no_fill: 142
  area_delta_synth_final_pct: 99.3
  flop_area_sq_um: 0
  drive_above_1_share_pct: 74.0
  n_clock_buffer: 0
drt:
  drt_first_pass_iters: 2
  ant_nets: 0
  vias: 518
  drc: 0
  avgRoutedWirePerCell_um: 9.67
  routed_wl_um: 1370
  diodes: 0
  viasPerCell: 3.65
  drt_iter0_drc: 1
hold_path:
  hold_class: "in -> out"
  holdPathStages: 5
  worstHoldStart: "B[7]"
  hold-path-endpoint: "logic_out[7]"
global_routing:
  grt_usage_pct: 4.11
  antenna_found_initial: 0
  grt_pass1_wl_um: 2320
  grt_overflow: 0
  grt_max_degree: 9
  grt_pass1_vias: 555
job:
  maxCapViolCount: 0
  warnings: 43
setup_path:
  worstPathArrival_ns: 1.06
  critPathLaunchType: "primary input"
  end_kind: "output port"
  critical_path_class: "in -> out"
  critical_path_required_ns: 0.80
  cp_max_fo: 4
## where the power goes
group | internal, W | switching, W
Sequential | 0 | 0
Combinational | 0.000283 | 0.000148
Clock | 0 | 0
Total | 0.000283 | 0.000148
## metrics by stage
| stage | util, % | TNS (ns) | cell area, sq um | total power, W | hold slack [ns] |
|---|---|---|---|---|---|
| after floorplan | - | -0.0661 | 672 | 0.000216 | 0.636 |
| after global placement | 30.0 | -8.41 | 1030 | 0.000419 | 1.54 |
| after detailed placement | 30.0 | -8.55 | 1030 | 0.000429 | 1.54 |
| after CTS | 30.9 | -2.01 | 1050 | 0.000422 | 0.896 |
| after global routing | 32.3 | -2.25 | 1100 | 0.000478 | 0.915 |
| final | 32.3 | -1.88 | 1100 | 0.000431 | 0.883 |
## layout by cell type (no fill, tap or decap)
master / count
inv_2: 7
mux2i_1: 16
inv_4: 9
dlygate4sd2_1: 1
mux2_4: 8
ha_1: 8
buf_8: 4
buf_2: 9
buf_12: 1
buf_6: 16
buf_4: 9
ha_4: 8
## synth_stat cells, drive strengths merged
cell	count
buf	2
clkbuf	1
ha	16
inv	16
mux2	8
mux2i	16
## critical path: stages
cell     delay (ns)
buf_6          0.09
buf_6          0.12
buf_6          0.12
mux2_4         0.28
mux2i_1        0.13
buf_2          0.11
## routing by layer
layer	wire length (um)	vias up	global-route usage, %
met3	106	0	1.14
met4	0	0	0
met2	707	11	7.54
li1	-	268	-
met5	0	-	0
met1	559	239	4.88
## kinds of logic (layout without fill, tap and decap cells)
| group | count (synthesis) | in the layout |
|---|---|---|
| buffers and inverters | 19 | 56 |
| multiplexers | 24 | 24 |
| adder cells (fa/ha/maj) | 16 | 16 |
## what timing repair did
action,4_1_cts,5_1_grt
pin swaps,7,6
endpoints found under the setup margin,8,8
buffers inserted,4,1
gates resized,126,9
hold buffers,0,0
## area by class of cell
type	count	area (sq um)
fillers	342	2310
repair buffers	40	382
well taps	46	57.6
multi-input cells	40	581
inverters	16	82.6
## worst max path at each step
| stage | from | endpoint | slack, ns | depth (start not counted) |
|---|---|---|---|---|
| 6_report | logic_func[1] | logic_out[7] | -0.26 | 6 |
| 5_1_grt | logic_func[1] | logic_out[1] | -0.31 | 6 |
| 4_1_cts | logic_func[1] | logic_out[7] | -0.26 | 6 |
Power is estimated from default activity; no workload was simulated.
