===== ./design.v =====
module data_plexer_en #(parameter INPUT_WIDTH=4, 
                        parameter SEL=1) (
    input wire [(INPUT_WIDTH * (2**SEL) )-1:0] data_in,
    input wire [SEL-1:0] sel_ctrl,
    output reg [INPUT_WIDTH-1:0] data_out,
    output reg [(2**SEL)-1:0] data_en
    );
    wire [(2**SEL)-1:0] demux_mask = 1;
    always @ (sel_ctrl or data_in)
       begin
           data_out = data_in[sel_ctrl*INPUT_WIDTH +: INPUT_WIDTH];
           data_en = demux_mask << sel_ctrl;
       end
endmodule
module clock_divider #(parameter CLK_DIV_INT = 10)(
    input clk,
    input reset,
    input pause,
    output reg rco_enable
);
localparam WIDTH = $clog2(CLK_DIV_INT);
wire [WIDTH-1:0] count;
counter_nbit #(.WIDTH(WIDTH)) cntr (
    .clk(clk),
    .reset(reset),
    .enable(~pause),
    .data((2**WIDTH) - CLK_DIV_INT),
    .load(rco_enable),
    .up_down(1'b1),
    .count(count)
);
initial rco_enable = 0;
always @(count) begin
    if (count == (2**WIDTH) - 1)
        rco_enable = 1'b1;
    else
        rco_enable = 1'b0;
end
endmodule
module counter_nbit #(parameter WIDTH = 4)(
    input clk,
    input reset,
    input enable,
    input [WIDTH-1:0] data,
    input load,
    input up_down,
    output reg [WIDTH-1:0] count
);
always @(posedge clk or posedge reset) begin
    if (reset)
        count <= 0;
    else if (load)
        count <= data;
    else if (enable)
        count <= up_down ? (count + 1'b1) : (count - 1'b1);
end
endmodule
module timer_60(
    input clk,
    input reset,
    input enable,       
    output reg [3:0] low_digit,
    output reg [2:0] high_digit
);
    reg low_load;
    reg high_load;
    reg high_enable;
    wire [3:0] low_count;
    wire [2:0] high_count;
    counter_nbit #(.WIDTH(4)) LD (
        .clk(clk),
        .reset(reset),
        .enable(enable),
        .data(4'b0000),
        .load(low_load),
        .up_down(1'b1),
        .count(low_count)
    );
    counter_nbit #(.WIDTH(3)) HD (
        .clk(clk),
        .reset(reset),
        .enable(high_enable),
        .data(3'b000),
        .load(high_load),
        .up_down(1'b1),
        .count(high_count)
    );
    always @(*) begin
        low_load = 0;
        high_load = 0;
        high_enable = 0;
        if (enable) begin
            if (low_count == 9 && high_count == 5) begin
                low_load = 1;
                high_load = 1;
            end else if (low_count == 9) begin
                low_load = 1;
                high_enable = 1;
            end
        end
    end
    always @(posedge clk or posedge reset) begin
        if (reset) begin
            low_digit <= 0;
            high_digit <= 0;
        end else begin
            low_digit <= low_count;
            high_digit <= high_count;
        end
    end
endmodule
module top_60 #(parameter CLK_DIV_INT=5) (
    input clk,
    input reset,
    input pause,
    output [3:0] low_digit,
    output [2:0] high_digit,
    output [3:0] muxed_digits,
    output en_high_digit,
    output en_low_digit
);
    wire enable;
    clock_divider #(.CLK_DIV_INT(CLK_DIV_INT)) clkdiv_inst (
        .clk(clk),
        .reset(reset),
        .pause(pause),
        .rco_enable(enable)
    );
    timer_60 timer_inst (
        .clk(clk),
        .reset(reset),
        .enable(enable),
        .low_digit(low_digit),
        .high_digit(high_digit)
    );
    reg sel_ctrl = 0;
    always @(posedge clk or posedge reset) begin
        if (reset)
            sel_ctrl <= 0;
        else
            sel_ctrl <= ~sel_ctrl;
    end
    wire [7:0] data_in = {1'b0, high_digit, low_digit};
    wire [1:0] data_en;
    wire [3:0] muxed_digits_wire;
    data_plexer_en #(.INPUT_WIDTH(4), .SEL(1)) mux_inst (
        .data_in(data_in),
        .sel_ctrl(sel_ctrl),
        .data_out(muxed_digits_wire),
        .data_en(data_en)
    );
    assign muxed_digits = muxed_digits_wire;
    assign en_low_digit = (sel_ctrl == 0) ? data_en[0] : 0;
    assign en_high_digit = (sel_ctrl == 1) ? data_en[1] : 0;
endmodule

===== ./run.sh =====
#!/bin/bash
# OpenROAD 26Q1-2900-gdf79404cd8, Yosys 0.63+post, stock flow scripts
make -C /OpenROAD-flow-scripts/flow DESIGN_CONFIG=/design/flow/config.mk WORK_HOME=/design/flow/orfs finish

===== ./config.mk =====
export PLATFORM = sky130hd
export DESIGN_NAME = top_60
export DESIGN_NICKNAME = top_60
export VERILOG_FILES = /design/flow/design.v
export SDC_FILE = /design/flow/constraint.sdc
export NUM_CORES = 4
export LEC_CHECK = 1
export CORE_AREA = 10 10 76 76
export DIE_AREA = 0 0 86 86

===== ./constraint.sdc =====
current_design top_60

set clk_period 2.5
set clk_io_pct 0.2

create_clock -name clk0 -period $clk_period [get_ports {clk}]

set non_clock_inputs [all_inputs -no_clocks]
set_input_delay [expr $clk_period * $clk_io_pct] -clock clk0 $non_clock_inputs
set_output_delay [expr $clk_period * $clk_io_pct] -clock clk0 [all_outputs]

==> results.json <==
{
  "crit_start": "sel_ctrl",
  "setup_viol": 0,
  "drcViolationCount": 0,
  "layout-drive-gt1-share_pct": 12.66,
  "placed_cells": 125,
  "drt-wirelength-per-cell_um": 11.29,
  "worst_pin_slew_ns": 0.6545,
  "path_clk_slew_ns": 0.06,
  "grt_usage_pct": 4.182,
  "ys_seq_share_pct": 56.78,
  "cp-start-kind": "flip-flop",
  "clock_latency_ns": 0.25,
  "min_period_ns": 1.979,
  "synth_flops": 18,
  "grt_start_max_net_pins": 19,
  "async_flop_share_pct": 100.0,
  "warnings": 27,
  "place_area_sq_um": 983.4,
  "max-slew-margin-rel_pct": 56.32,
  "grt_antenna_before_repair": 0,
  "yosysUniqueCellTypes": 20,
  "tritoncts_num_sinks": 18,
  "grt_pass1_vias": 546,
  "hold_class": "flip-flop to flip-flop",
  "yosys_warnings": 7,
  "p_leak_nw": 0.4638,
  "ios": 16,
  "vdd_drop_max_v": 0.0002657,
  "post-synth-top-area-fraction_pct": 56.78,
  "n_antenna_cell": 0,
  "cts_root_buf": "clkbuf_8",
  "syn_inst": 62,
  "cts_resized": 0,
  "period_used_pct": 79.17,
  "fin_cells": 129,
  "cts_buffers": 3,
  "dr.pass1.iters": 3,
  "ys_top_cells_by_area": "dfrtp_1 57%, ha_1 9.5%, mux2_2 5.7%, buf_6 2.8%, and4b_1 2.5%",
  "whs_ns": 0.4055,
  "gr-total-overflow": 0,
  "status": "complete, no violations",
  "gp_congestion": 0.8184,
  "cts_hold_buffers": 0,
  "hp-start": "timer_inst.HD.count[1]",
  "slew_viol_final": 0,
  "ys.flop_type": "dfrtp_1",
  "fp.dieH_um": 86,
  "grt_first_pass_wirelength_um": 2566,
  "fp_util_pct": 19.28,
  "required_ns": 2.00,
  "edf_count": 0,
  "utilization_pct": 25.24,
  "skew_ns": 0.001144,
  "cts_tree": "done",
  "critPathMaxFanout": 6,
  "chipArea_sq_um": 7396,
  "timing.fmax_ghz": 0.5053,
  "dp_hpwl_um": 1122,
  "worstPathArrival_ns": 1.48,
  "via_count": 506,
  "hold_viol": 0,
  "top_area_cell": "dfrtp_1",
  "yosys_area_sq_um": 793.3,
  "synth_top_cell_by_count": "dfrtp_1",
  "regToRegStartpoint": "clkdiv_inst.cntr.count[0]",
  "wirelength_um": 1457,
  "ys_cells": 62,
  "rsz0062_at_grt": "false",
  "top_cells_by_count": "18 x dfrtp_1, 6 x ha_1, 4 x inv_1, 4 x mux2_2, 4 x nand2_1",
  "clockBufferDepth": 2,
  "final_antenna_net_count": 0,
  "core.rowCount": 23,
  "worstSetupEndpointType": "output pin",
  "power.density_nw_per_um2": 1050,
  "htreeDepth": 1,
  "worstSetupPathType": "flip-flop to output pin",
  "synth_area_sq_um": 793.3,
  "avgViaCountPerCell": 3.922,
  "io_buffers": 15,
  "drtIter0Drc": 46,
  "syn_to_final_growth_pct": 30.92,
  "max_cap_viol_count": 0,
  "num-fill-cells": 412,
  "die_w_um": 86,
  "final_area_sq_um": 1039,
  "tns_ns": 0,
  "post_cts_buffers": 0,
  "avgSynthCellArea_sq_um": 12.79,
  "core_area_sq_um": 4115
}
-- registers in the layout, indices dropped and copies added (netlist names) --
name                    flops
timer_inst.LD.count         4
timer_inst.low_digit        4
clkdiv_inst.cntr.count      3
timer_inst.HD.count         3
timer_inst.high_digit       3
sel_ctrl                    1
-- power breakdown --
group / internal, W / switching, W / total, W
Sequential: 0.000397 / 0.0000860 / 0.000483
Combinational: 0.000250 / 0.000129 / 0.000379
Clock: 0.000140 / 0.0000892 / 0.000229
Total: 0.000787 / 0.000304 / 0.00109
-- per-stage QoR --
step / setup slack [ns] / total power (W)
2_1_floorplan: 0.9270 / 0.0006777
6_report: 0.5208 / 0.001091
4_1_cts: 0.5037 / 0.001114
3_5_place_dp: 0.7247 / 0.0008759
5_1_grt: 0.4514 / 0.001195
3_3_place_gp: 0.7920 / 0.0008524
-- cells in the final DEF, fill, tap and decap left out, drive strengths merged, types with 2 or more instances in the layout --
cell and n:
ha 6, nor2b 3, inv 4, nor2 3, o21ai 4, mux2 5, a21oi 2, dfrtp 18
and4b 2, xor2 2, clkbuf 4, nand2 4, clkdlybuf4s50 15, nand2b 2
-- cell type report --
type                       instances  area, sq um  area share, %
clock buffer                       4        55.05          5.301
sequential                        18        450.4          43.37
inverter                           4        15.01          1.446
tap                               50        62.56          6.024
timing repair buffer              15        150.1          14.46
multi-input combinational         38        305.3          29.40
-- layer usage --
layer | wire [um] | share of wire, % | GRT usage (%) | up-vias
li1 | - | - | - | 246
met1 | 639 | 44 | 4.924 | 242
met2 | 630 | 43 | 6.491 | 16
met3 | 176 | 12 | 2.383 | 2
met4 | 10 | 0.69 | 0.8982 | 0
met5 | 0 | 0 | 0 | -
-- final timing paths --
kind / endpoint / slack, ns / cells past startpoint
max reg2reg: timer_inst.HD.count[0] / 0.73 / 4
min in group asynchronous: timer_inst.low_digit[0] / 0.65 / 2
max: muxed_digits[1] / 0.52 / 2
min reg2reg: timer_inst.high_digit[1] / 0.41 / 0
max in group asynchronous: timer_inst.high_digit[0] / 1.44 / 2
min: timer_inst.high_digit[1] / 0.41 / 0
-- critical path, stage by stage (launching register included) --
cell             delay (ns)
dfrtp_1                0.45
mux2_2                 0.36
clkdlybuf4s50_1        0.42
-- cells by family after synthesis --
| family | Yosys count | synth area share, % |
|---|---|---|
| and+or+nand+nor | 14 | 9.779 |
| AOI/OAI and AO/OA | 10 | 8.360 |
| muxes | 5 | 7.570 |
| buffers and inverters | 6 | 4.731 |
| adders and majority gates | 6 | 9.463 |
| DFF | 18 | 56.78 |
| xor gates and xnor gates | 3 | 3.313 |
Power and IR drop assume default switching activity.
