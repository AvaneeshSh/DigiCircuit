==> design/flow/run.sh <==
#!/bin/bash
# OpenROAD 26Q1-2900-gdf79404cd8, Yosys 0.63+post, stock flow scripts
make -C /OpenROAD-flow-scripts/flow DESIGN_CONFIG=/design/flow/config.mk WORK_HOME=/design/flow/orfs finish
==> design/flow/config.mk <==
export PLATFORM = sky130hd
export DESIGN_NAME = timer_minsec
export DESIGN_NICKNAME = timer_minsec
export VERILOG_FILES = /design/flow/design.v
export SDC_FILE = /design/flow/constraint.sdc
export NUM_CORES = 4
export LEC_CHECK = 1
export CORE_AREA = 10 10 77 77
export DIE_AREA = 0 0 87 87
==> design/flow/constraint.sdc <==
current_design timer_minsec

set clk_period 2.2
set clk_io_pct 0.2

create_clock -name clk0 -period $clk_period [get_ports {clk}]

set non_clock_inputs [all_inputs -no_clocks]
set_input_delay [expr $clk_period * $clk_io_pct] -clock clk0 $non_clock_inputs
set_output_delay [expr $clk_period * $clk_io_pct] -clock clk0 [all_outputs]
==> design/flow/design.v <==
module counter_nbit #(parameter WIDTH = 4)(
    input clk,
    input reset,
    input enable,
    input [WIDTH-1:0] data,
    input load,
    input up_down,
    output reg [WIDTH-1:0] count
);
always @(posedge clk or posedge reset) begin
    if (reset)
        count <= 0;
    else if (load)
        count <= data;
    else if (enable)
        count <= up_down ? (count + 1'b1) : (count - 1'b1);
end
endmodule
module timer_minsec(
    input clk,
    input reset,
    input enable,
    input up_down,
    output [3:0] sec_low_digit,
    output [2:0] sec_high_digit,
    output [3:0] min_low_digit
);
    reg sec_low_load = 0;
    reg sec_high_load = 0;
    reg min_low_load = 0;
    reg sec_high_enable = 0;
    reg min_low_enable = 0;
    integer sec_low_data_up = 4'b0000;
    integer sec_high_data_up = 3'b000;
    integer min_low_data_up = 4'b0000;
    integer sec_low_data_down = 4'b1001;     
    integer sec_high_data_down = 3'b0101;    
    integer min_low_data_down = 4'b1001;     
    wire [3:0] sec_low_data = up_down ? sec_low_data_up : sec_low_data_down;
    wire [2:0] sec_high_data = up_down ? sec_high_data_up : sec_high_data_down;
    wire [3:0] min_low_data = up_down ? min_low_data_up : min_low_data_down;
    wire [3:0] low_count;
    wire [2:0] high_count;
    wire [3:0] min_count;
    counter_nbit #(.WIDTH(4)) sec_low_counter (
        .clk(clk),
        .reset(reset),
        .enable(enable),
        .data(sec_low_data),
        .load(sec_low_load & enable),
        .up_down(up_down),
        .count(low_count)
    );
    counter_nbit #(.WIDTH(3)) sec_high_counter (
        .clk(clk),
        .reset(reset),
        .enable(sec_high_enable & enable),
        .data(sec_high_data),
        .load(sec_high_load & enable),
        .up_down(up_down),
        .count(high_count)
    );
    counter_nbit #(.WIDTH(4)) min_low_counter (
        .clk(clk),
        .reset(reset),
        .enable(min_low_enable & enable),
        .data(min_low_data),
        .load(min_low_load & enable),
        .up_down(up_down),
        .count(min_count)
    );
    always @(*) begin
        sec_low_load = 0;
        sec_high_load = 0;
        min_low_load = 0;
        sec_high_enable = 0;
        min_low_enable = 0;
        if (enable) begin
            if (up_down) begin
                if (low_count == 9) begin
                    sec_low_load = 1;
                    sec_high_enable = 1;
                    if (high_count == 5) begin
                        sec_high_load = 1;
                        min_low_enable = 1;
                        if (min_count == 9) begin
                            min_low_load = 1;
                        end
                    end
                end
            end else begin
                if (low_count == 0) begin
                    sec_low_load = 1;
                    sec_high_enable = 1;
                    if (high_count == 0) begin
                        sec_high_load = 1;
                        min_low_enable = 1;
                        if (min_count == 0) begin
                            min_low_load = 1;
                        end
                    end
                end
            end
        end
    end
    assign sec_low_digit = low_count;
    assign sec_high_digit = high_count;
    assign min_low_digit = min_count;
endmodule
==> results.yml <==
# yosys + openroad results
logic_synthesis:
  async_reset_ff_share_pct: 100
  synthDistinctLibCells: 33
  synth_sequential_area_ratio_pct: 32.5
  postSynthCellCount: 91
  yosys_area_sq_um: 846
  synth.ff_latch_count: 11
  synth.avg_cell_area_sq_um: 9.29
  synth.top_cells.by_area: "dfrtp_1 33%, fa_1 7.1%, ha_1 5.9%"
  largest_area_cell: "dfrtp_1"
  netlist.area_leader.share_pct: 32.5
  syn-cell-area_sq_um: 846
  synth-warning-count: 3
  synth-main-ff-cell: "dfrtp_1"
  synth_stat.cells: 91
  post_synth_tally_of_flip_flops_with_integrated_enable: 0
critical_path:
  worstSetupEndpointType: "flop"
  worstSetupPathType: "in2reg"
  timing.critical_path.required_ns: 2.31
  crit_chain: "clkdlybuf4s50_1 > or3b_2 > nor4b_1 > o21ai_0 > a21o_1 > o311a_1"
  worst_stage_delay_on_the_critical_path_ns: 0.48
  worstPathMaxFanout: 4
  cp.buffers_inverters: 1
  critical_path.startpoint_type: "primary input"
  gate_family_responsible_for_the_most_delay_along_the_worst_path: "simple AND/OR/NAND/NOR gates"
  critical-path-slowest-cell: "clkdlybuf4s50_1"
  crit_arrival_ns: 2.21
timing:
  achievable-frequency_mhz: 477
  hold_ws_ns: 0.496
  final_max_slew_viol_count: 0
  timing.final.hold_violations: 0
  finalWorstSetupSlack_ns: 0.102
  skew_ns: 0.00537
  timing.max_slew.rel_slack_pct: 64.0
  finalWorstPathRequiredPeriod_ns: 2.10
  tightest_slew_ns: 0.534
  setup_repair_after_global_routing_missed_its_margin: "false"
  fin_crit_sh_pct: 95.4
  timing.final.setup_violations: 0
cells_and_area:
  layout-drive-gt1-share_pct: 24.4
  area_growth_pct: 42.5
  comb_area_sq_um: 523
  mostFrequentLayoutCells: "16 x buf_4, 13 x clkdlybuf4s50_1, 11 x dfrtp_1"
  fill_cells: 450
  register_area_sq_um: 275
  layout_top_cell: "buf_4"
global_route:
  initial_antenna_violation_count: 0
  grtUsageMet3_pct: 1.04
  grt_max_degree: 12
  grt_pass1_vias: 784
  groute.layer.met1.usage_pct: 7.92
  top_usage_layer: "met2"
  total_grt_usage_pct: 5.75
  gr-total-overflow: 0
  grt_first_pass_wirelength_microns: 3650
  globalRouteMet2Util_pct: 9.19
power_and_ir_drop:
  p_clk_share_pct: 14.3
  switching_share_pct: 37.4
  power.density_cell_area_nw_per_um2: 1180
  max-vdd-ir-drop_uv: 319
  static-leakage-power_nw: 0.527
  internal_power_mw: 0.887
  net-switching-power_mw: 0.531
  seq_power_share_pct: 31.9
  pwr-share-comb_pct: 53.8
clock_tree:
  cts.path.max_buffers: 2
  cts_num_sinks: 11
  cts.clk_slew.worst_paths_ns: 0.05
  clock_tree_from_tritoncts: "built"
  clock_insertion_delay_worst_skew_ns: 0.24
  root_buffer: "clkbuf_8"
  hold_bufs_inserted_after_cts: 0
  cts_inserted_buffers: 3
  cts-htree-levels: 1
flow_run:
  maxCapViolations: 0
  log.warning_count: 25
floorplan:
  core_sq_um: 4350
  design.die.area_sq_um: 7570
  io_pins: 15
  core_util_floorplan_pct: 19.4
  die_width_microns: 87
  floorplan.die.height_microns: 87
  std_cell_rows: 24
outcome:
  status: "completed"
route:
  route.antenna.diode_count: 0
  drc_errors: 0
  routed_via_density: 4.42
  wirelength_microns: 2080
  ant_nets: 0
  firstDrtPassIters: 4
  first_iter_violations: 50
  route.detailed.wl_per_inst_microns: 11.9
  via_count: 774
place:
  preCtsSetupSlack_ns: -0.274
  io_buffers: 14
  gp_congestion: 0.856
  hpwl_microns: 1610
hold_path:
  hold_path_class: "in2async"
## power by group through the flow
stage / sequential [mW] / combinational (mW) / clock, mW
final: 0.452 / 0.763 / 0.203
after global routing: 0.480 / 0.867 / 0.223
after CTS: 0.446 / 0.756 / 0.213
## through the flow
step           utilization [%]  cell area (sq um)  power, mW  instances  setup TNS, ns
2_1_floorplan                -                846      0.834         91              0
3_3_place_gp              26.1               1140       1.18        170         -0.957
3_5_place_dp              26.1               1140       1.19        170          -1.08
4_1_cts                   27.2               1180       1.42        174              0
5_1_grt                   27.7               1200       1.57        175              0
6_report                  27.7               1200       1.42        175              0
## cells in the mapped netlist, types with 2 or more instances
library cell / instances
clkbuf_8: 2
o21ai_0: 2
dfrtp_1: 11
a21oi_1: 8
ha_1: 4
nor2_1: 7
nand3_1: 5
inv_1: 9
xnor2_1: 5
xor2_1: 2
o22a_1: 2
nand2_1: 10
nor3_1: 2
fa_1: 3
## cell families after synthesis
group	synth area share, %
simple gates	19.4
compound gates	20.6
buf+inv	7.25
flops	32.5
xor+xnor	7.25
fa+ha+maj	13.0
## worst paths after layout
kind / startpoint / end / slack, ns / cells after the start
worst min-delay path: reset / sec_low_counter.count[1] / 0.50 / 2
worst max register to register: sec_low_counter.count[0] / min_low_counter.count[3] / 0.17 / 5
min in group clk0: sec_high_counter.count[1] / sec_high_counter.count[1] / 0.57 / 2
worst max-delay path: enable / min_low_counter.count[3] / 0.10 / 6
worst min register to register: sec_high_counter.count[1] / sec_high_counter.count[1] / 0.57 / 2
max in group asynchronous: reset / min_low_counter.count[2] / 1.40 / 2
## cell type report
class | count | area share (%)
multi-input cells | 69 | 43.4
flip-flops and latches | 11 | 22.8
repair buffers | 30 | 21.8
well taps | 52 | 5.40
clock buffers | 4 | 3.74
inverters | 9 | 2.80
## flip-flops by register name, indices dropped and copies added, names as in the netlist
name and count:
min_low_counter.count 4, sec_low_counter.count 4, sec_high_counter.count 3
## what timing repair did
action                                 4_1_cts  5_1_grt
gates resized                                1        4
endpoints found under the hold margin        0        0
pin swaps                                    0        1
buffers inserted                             0        1
setup endpoints to repair                    1        5
## per-layer routing
metal	wire, microns	share of wire, %
met1	1040	50
met2	924	44
met3	86	4.1
met4	34	1.6
met5	0	0
Power figures rest on the tool's default switching activity, not on a simulated workload.
